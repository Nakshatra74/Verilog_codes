$ cat design/flow/constraint.sdc
current_design simple_counter

set clk_period 3.9
set clk_io_pct 0.2

create_clock -name clk0 -period $clk_period [get_ports {clock}]

set non_clock_inputs [all_inputs -no_clocks]
set_input_delay [expr $clk_period * $clk_io_pct] -clock clk0 $non_clock_inputs
set_output_delay [expr $clk_period * $clk_io_pct] -clock clk0 [all_outputs]
$ cat design/flow/config.mk
export PLATFORM = sky130hd
export DESIGN_NAME = simple_counter
export DESIGN_NICKNAME = simple_counter
export VERILOG_FILES = /design/flow/design.v
export SDC_FILE = /design/flow/constraint.sdc
export NUM_CORES = 4
export LEC_CHECK = 1
export CORE_AREA = 10 10 93 93
export DIE_AREA = 0 0 103 103
$ cat design/flow/design.v
module simple_counter (clock, reset, count);     
    input clock, reset;
    output [31:0] count;
  reg [31:0] count;   
    always @(posedge clock)   
    begin 
      if (reset)
        count = 32'b0;  
        else
            count = count + 1;
    end
endmodule
$ cat design/flow/run.sh
#!/bin/bash
# OpenROAD 26Q1-2900-gdf79404cd8, Yosys 0.63+post, stock flow scripts
make -C /OpenROAD-flow-scripts/flow DESIGN_CONFIG=/design/flow/config.mk WORK_HOME=/design/flow/orfs finish
==> notes.md <==
yosys + openroad results -> yosys stat area=1480 um^2, CTS Sinks=32, Leak=0.573 nW, number of global-route vias before repair=~1300, MaxCap Viol Count=0, Die X=just over 100 um, Cell Type Count=29, min cycle time layout=2.24 ns, Mapped Avg Cell Area=approximately 8.8 um^2, tool warnings=25, Late-Pin Clk Latency=0.28 ns, antenna violations before repair=0, I/O pin cnt=34, mapped cell area=1480 um^2, input/output buffers=33, Synth Warn #=1, CP arrival=2.41 ns, status=finished, final reports clean, Routed WL per cell=approximately 13 um, antenna fix cells=0, final clock skew=0.00388 ns, first-pass GRT wire length=a little over 6000 um, via count=1302, drt drc=0, clock network fraction of design power=42.2%, root buf cell=clkbuf_8, Routed Antenna Nets=0, Yosys Instances=168, CP Class=reg -> reg, ys flops=32, routability congestion estimate=0.719, met2 usage=10.7%, Critical Path End Type=flip-flop, H-tree depth=2, Placed Area=1860 um^2, total CTS buffers=5, Final setup viols=0, max frequency=446 MHz, post-layout total power=0.000607 W, Vias/cell=4.63, post-CTS setup buffer count=0, core box area=6760 um^2, clock transition at the registers of the reported paths=0.06 ns, max reg flops=32, CTS tree=done, Worst setup SP type=flip-flop, Final Hold Viols=0, post-synthesis cell count=168, worst-case clock buffer depth=2, post-DP HPWL=2580 um, met3 Usage GRT=under 10%, HP Class=reg -> reg, Die Ht=103 um, Setup TNS=0 ns, final wirelength=3670 um, crit path max fanout=19, Least-Margin Pin Slew=0.539 ns, proportion of layout cells with a drive suffix above 1=6.47%, crit path DRT=4.07 ns, Slew Viols, Final=0, Max VDD drop=144 uV, fin util=28.9%, met1 global-route usage=9.39%, sw frac=20.7%, gr busiest metal=met2, PD cells=311 nW/um^2, cell internal pwr=0.000482 W, hold bufs inserted after CTS=0, row cnt=30, post-route cell area=1950 um^2, CTS resizes=0, period utilization=between 50% and 60%, Die ar.=approximately 11000 um^2, largest net degree at the start of global routing=34, RSZ-0062 raised after global routing=false, register share of total power=a little over half, # fillers=726, Rel. slew slack=approximately 64%, Seq share, synth=between 40% and 50%, Net Sw Power=0.000125 W, area grow syn2layout=32.2%, Starting DRT DRC Count=85, GRT Util Overall=7.10%, part of the power in combinational logic=under 10%, First-pass DRT Iterations=4, global route total overflow=0, FP Core Util=21.8%
cells by family (layout without fill, tap and decap cells):
logic type      count (synthesis)  in the layout  share of synthesized area [%]
compound gates                 34             34                           13.4
fa+ha+maj                       1              1                          0.848
xor+xnor                        9              9                           5.34
simple gates                   74             74                           29.1
flops                          32             32                           43.4
buf+inv                        14             47                           4.83
mux                             4              4                           3.05
Yosys cell counts (all sizes together):
| cell | count | area, um^2 |
|---|---|---|
| nor3 | 2 | 10.0 |
| o21ai | 6 | 30.0 |
| clkbuf | 4 | 15.0 |
| dfxtp | 32 | 641 |
| or3 | 6 | 37.5 |
| a21oi | 17 | 85.1 |
| nor4 | 3 | 18.8 |
| or4b | 1 | 10.0 |
| or4 | 13 | 101 |
| o31ai | 11 | 82.6 |
| ha | 1 | 12.5 |
| nand2 | 11 | 41.3 |
| nor2 | 14 | 52.6 |
| inv | 5 | 18.8 |
| and4 | 3 | 28.8 |
| xor2 | 4 | 35.0 |
| xnor2 | 5 | 43.8 |
| buf | 5 | 37.5 |
| nand4 | 5 | 31.3 |
| nand3 | 9 | 50.1 |
| or3b | 1 | 8.76 |
| nor3b | 1 | 7.51 |
| mux2 | 4 | 45.0 |
| nor2b | 5 | 31.3 |
per-layer routing:
| metal | wire (um) | part of all wire, % | up-vias |
|---|---|---|---|
| met1 | 1670 | 45 | 581 |
| met4 | 34 | 0.93 | 0 |
| met5 | 0 | 0 | - |
| met2 | 1570 | 43 | 31 |
| li1 | - | - | 684 |
| met3 | 395 | 11 | 6 |
power groups by stage:
stage         clock network [W]  registers (W)  logic (W)
CTS                    0.000268       0.000333  0.0000183
finish                 0.000256       0.000333  0.0000178
global route           0.000282       0.000333  0.0000205
per-stage QoR:
stage	hold slack, ns	worst slack (ns)	cells
2_1_floorplan	0.430	1.94	168
3_3_place_gp	0.463	1.71	273
3_5_place_dp	0.471	1.69	273
4_1_cts	0.484	1.67	281
5_1_grt	0.510	1.53	281
6_report	0.482	1.66	281
critical path, stage by stage, from the launching register on:
cell and delay, ns:
dfxtp_1 0.40, nand2_1 0.15, or4_1 0.81, nor4_1 0.41
mux2_2 0.37
cell usage in the layout (no fill, tap or decap), drive strengths merged, types with 2 or more instances in the layout:
| cell type | n |
|---|---|
| clkdlybuf4s50 | 33 |
| xor2 | 4 |
| o21ai | 6 |
| xnor2 | 5 |
| clkbuf | 8 |
| nand3 | 9 |
| o31ai | 11 |
| nor3 | 2 |
| nor2 | 14 |
| dfxtp | 32 |
| and4 | 3 |
| nand2 | 11 |
| nor2b | 5 |
| nor4 | 3 |
| nand4 | 5 |
| inv | 5 |
| or3 | 6 |
| mux2 | 4 |
| or4 | 13 |
| a21oi | 17 |
final timing paths:
kind / start / to / slack (ns) / cells past startpoint
min: count[0]$_SDFF_PP0_ / count[0]$_SDFF_PP0_ / 0.48 / 1
max: count[0]$_SDFF_PP0_ / count[21]$_SDFF_PP0_ / 1.66 / 4
max reg2reg: count[0]$_SDFF_PP0_ / count[21]$_SDFF_PP0_ / 1.66 / 4
min reg2reg: count[0]$_SDFF_PP0_ / count[0]$_SDFF_PP0_ / 0.48 / 1
cell type report:
type | instances | area (um^2) | share of cell area (%)
clock buffers | 8 | 90.1 | 4.62
inverters | 5 | 18.8 | 0.962
multi-input cells | 122 | 763 | 39.1
flip-flops and latches | 32 | 641 | 32.8
well taps | 80 | 100 | 5.13
repair buffers | 34 | 338 | 17.3
No activity file was given, so power comes from the tool's default toggle rates.
