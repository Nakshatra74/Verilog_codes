==> design/flow/config.mk <==
export PLATFORM = sky130hd
export DESIGN_NAME = counter_parametrized
export DESIGN_NICKNAME = counter_parametrized
export VERILOG_FILES = /design/flow/design.v
export SDC_FILE = /design/flow/constraint.sdc
export NUM_CORES = 4
export LEC_CHECK = 1
export CORE_AREA = 10 10 70 70
export DIE_AREA = 0 0 80 80
==> design/flow/constraint.sdc <==
current_design counter_parametrized

set clk_period 1.7
set clk_io_pct 0.2

create_clock -name clk0 -period $clk_period [get_ports {clock}]

set non_clock_inputs [all_inputs -no_clocks]
set_input_delay [expr $clk_period * $clk_io_pct] -clock clk0 $non_clock_inputs
set_output_delay [expr $clk_period * $clk_io_pct] -clock clk0 [all_outputs]
==> design/flow/design.v <==
module counter_parametrized(clear, clock, count);
    parameter N = 7;
    input clear, clock;
    output [N:0] count; 
    reg [N:0] count;
    always @(negedge clock)
        if (clear)
            count <=0;         
        else    
            count <= count + 1;
endmodule
==> design/flow/run.sh <==
#!/bin/bash
# OpenROAD 26Q1-2900-gdf79404cd8, Yosys 0.63+post, stock flow scripts
make -C /OpenROAD-flow-scripts/flow DESIGN_CONFIG=/design/flow/config.mk WORK_HOME=/design/flow/orfs finish
==> results.sh <==
# source this file to load flow results
export IMPL_dp_cells=96
export IMPL_post_synth_num_cell_types=15
export IMPL_cts_root_buf="clkbuf_4"
export IMPL_clk_latency_ns=0.32
export IMPL_required_ns=1.36
export IMPL_worst_path_buf_inv=1
export IMPL_path_class="reg -> out"
export IMPL_worstPathArrival_ns=1.59
export IMPL_synth_area_sq_um=310
export IMPL_drtPass1Iterations=4
export IMPL_crit_reg2reg_capture="count[6]"
export IMPL_cts_tree="done"
export IMPL_synth_seq_share=0.516
export IMPL_die_h_um=80
export IMPL_r2r_cells=5
export IMPL_overflow=0
export IMPL_final_cell_mix="8 x inv_1, 8 x dfxtp_2, 8 x buf_2, 8 x buf_4, 4 x nor2_1"
export IMPL_setup_ws_ns=-0.226
export IMPL_fin_skew_ns=0.0131
export IMPL_rows=21
export IMPL_ys_cells=34
export IMPL_diodes=0
export IMPL_io_pins=10
export IMPL_peakVddDrop_mv=0.428
export IMPL_setup_viol=8
export IMPL_slew_headroom=0.816
export IMPL_hold_path_endpoint="count[0]"
export IMPL_worst_slew_pin_slew_ns=0.277
export IMPL_clock_sinks=8
export IMPL_largest_reg_flops=8
export IMPL_ys_ff=8
export IMPL_whs_path_depth=2
export IMPL_ctsHtreeMaxLevel=1
export IMPL_grt_pass1_vias=353
export IMPL_warning_count=35
export IMPL_antenna_found_initial=0
export IMPL_hold_violations=0
export IMPL_crit_path_max_incr_delay_ns=0.31
export IMPL_port_buffers=9
export IMPL_min_path_type="reg -> reg"
export IMPL_largest_register="count"
export IMPL_ys_area_sq_um=310
export IMPL_yosys_warnings=1
export IMPL_stdcell_count=106
export IMPL_cp_top_family="flip-flops"
export IMPL_synth_cells=34
export IMPL_postRouteAntennaNets=0
export IMPL_status="complete, but fails checks"
export IMPL_gp_congestion=0.683
export IMPL_dpl_cell_area_sq_um=514
export IMPL_hold_buffers=0
export IMPL_critPathMaxFanout=2
export IMPL_path_clk_slew_ns=0.04
export IMPL_drt_iter0_drc=6
export IMPL_reg2reg_setup_slack_ns=0.42
export IMPL_drc=0
export IMPL_wl_um=847
export IMPL_hpwl_um=630
export IMPL_violations="setup timing"
export IMPL_power_per_cell_area_mw_per_mm2=838
export IMPL_dp_worst_setup_slack_ns=-0.337
export IMPL_reg_top3="count (8)"
export IMPL_viasPerCell=2.90
export IMPL_end_kind="primary output"
export IMPL_fp_coreArea_sq_mm=0.00342
export IMPL_cp_cell_sequence="buf_2"
export IMPL_critPathLaunchType="register"
export IMPL_vias=307
export IMPL_die_w_um=80
export IMPL_wl_per_cell_um=7.99
export IMPL_drv_cap=0
export IMPL_leakage_nw=0.251
export IMPL_hp_start="count[0]"
export IMPL_syn_to_final_growth_pct=71.4
export IMPL_cts_buffers=3
export IMPL_maxSlewViolCount=0
export IMPL_grt_use_total=0.0295
export IMPL_grt_setup_unrepaired="yes"
export IMPL_stdcell_area_sq_um=532
export IMPL_finalPower_mw=0.446
export IMPL_reg2reg_from="count[1]"
export IMPL_drive_gt1_frac=0.467
export IMPL_grt_max_degree=9
export IMPL_fp_util=0.0908
export IMPL_die_area_sq_mm=0.00640
export IMPL_avgSynthCellArea_sq_um=9.13
export IMPL_grt_pass1_wl_um=1460
export IMPL_cts_buffer_depth=2
export IMPL_crit_slowest_cell="dfxtp_2"
synthesized netlist by cell type:
master / n / area share
a21oi_1: 3 / 0.048
clkbuf_1: 1 / 0.012
dfxtp_1: 8 / 0.52
ha_1: 1 / 0.040
inv_1: 1 / 0.012
nand2_1: 2 / 0.024
nand3_1: 2 / 0.032
nand3_2: 1 / 0.032
nand4_1: 1 / 0.020
nor2_1: 4 / 0.048
nor2b_1: 1 / 0.020
o21ai_0: 3 / 0.048
or3_1: 3 / 0.060
xnor2_1: 1 / 0.028
xor2_1: 2 / 0.056
cell type report:
type | count | area (sq um)
clock inverter | 8 | 30.0
fill | 399 | 2880
timing repair buffer | 17 | 109
tap | 46 | 57.6
sequential | 8 | 170
multi-input combinational | 24 | 143
clock buffer | 3 | 22.5
through the flow:
step,setup TNS (ns),utilization,hold slack [ns]
after detailed placement,-4.90,0.151,0.520
after floorplan,0,-,0.413
after global routing,-2.11,0.156,0.532
final,-1.72,0.156,0.502
after CTS,-1.86,0.155,0.503
after global placement,-4.88,0.151,0.522
worst max-delay path by stage:
stage | depth (start not counted) | endpoint | slack, ns | from
CTS | 1 | count[1] | -0.24 | count[1]
global route | 1 | count[1] | -0.28 | count[1]
finish | 1 | count[1] | -0.23 | count[1]
worst register-to-register path, stage by stage, from the launching register on:
cell and delay (ns):
dfxtp_2 0.32, buf_4 0.11, ha_1 0.19, nand2_1 0.08
or3_1 0.34, a21oi_1 0.16
per-layer routing:
metal,up-vias,part of all wire,GRT usage
met5,-,0,0
met4,0,0.0071,0.0123
met3,2,0.12,0.0273
met2,12,0.32,0.0313
met1,123,0.55,0.0383
li1,170,-,-
cell families (layout without fill, tap and decap cells):
kind of cell,Yosys count,in the layout,share of synthesized area
AND/OR/NAND/NOR,14,14,0.238
buffers and inverters,2,28,0.0242
flip-flops,8,8,0.516
adder cells (fa/ha/maj),1,1,0.0403
AND-OR/OR-AND,6,6,0.0967
XOR/XNOR,3,3,0.0847
report_power, final:
group          switching, mW  total (mW)  internal (mW)
clock network          0.109       0.215          0.106
logic                 0.0136      0.0311         0.0176
registers            0.00290       0.199          0.197
total                  0.125       0.446          0.320
repair_timing:
item,in CTS,in global routing
setup endpoints to repair,10,8
pin swaps,0,0
setup buffers,0,0
resized,33,1
